==> ./design.v <==
module fsm (
    input i1, i2, i3, i4, clk, n_rst,
    output reg err, n_o1, o2, o3, o4
);
    typedef enum {
        STATE_IDLE,
        STATE_1,
        STATE_2,
        STATE_3,
        STATE_ERROR
    } state_type;
    state_type current_state, next_state;
    always@(posedge clk or negedge n_rst) begin
        if (~n_rst) begin
            current_state <= STATE_IDLE;
        end
        else begin
            current_state <= next_state;
        end
    end
    always@(*) begin
        n_o1 = 1;
        o2 = 0;
        o3 = 0;
        o4 = 0;
        err = 0;
        case (current_state)
        STATE_IDLE: begin
            if (i1 & i2) 
                next_state = STATE_1;
            else if (i1 & ~i2 & i3)
                next_state = STATE_2;
            else if (~i1)
                next_state = STATE_IDLE; 
            else
                next_state = STATE_ERROR;
        end
        STATE_1: begin
            n_o1 = 0;
            o2 = 1;
            if (~i2)
                next_state = STATE_1;
            else if (i2 & i3) 
                next_state = STATE_2;
            else if (i2 & ~i3 & i4)
                next_state = STATE_3;
            else 
                next_state = STATE_ERROR;
        end
        STATE_2: begin
            o2 = 1;
            o3 = 1;
            if (i3)
                next_state = STATE_2;
            else if (~i3 & i4) 
                next_state = STATE_3;
            else 
                next_state = STATE_ERROR;
        end
        STATE_3: begin
            o4 = 1;
            if (~i1)
                next_state = STATE_IDLE;
            else if (i1 & ~i2) 
                next_state = STATE_3;
            else 
                next_state = STATE_ERROR;
        end
        STATE_ERROR: begin
            err = 1;
            if (~i1) 
                next_state = STATE_IDLE;
            else 
                next_state = STATE_ERROR;
        end
        default: next_state = STATE_IDLE;
        endcase
    end
endmodule
==> ./run.sh <==
#!/bin/bash
# OpenROAD 26Q1-2900-gdf79404cd8, Yosys 0.63+post, stock flow scripts
make -C /OpenROAD-flow-scripts/flow DESIGN_CONFIG=/design/flow/config.mk WORK_HOME=/design/flow/orfs finish
==> ./config.mk <==
export PLATFORM = sky130hd
export DESIGN_NAME = fsm
export DESIGN_NICKNAME = fsm
export VERILOG_FILES = /design/flow/design.v
export SDC_FILE = /design/flow/constraint.sdc
export NUM_CORES = 4
export LEC_CHECK = 1
export CORE_AREA = 10 10 70 70
export DIE_AREA = 0 0 80 80
==> ./constraint.sdc <==
current_design fsm

set clk_period 1.5
set clk_io_pct 0.2

create_clock -name clk0 -period $clk_period [get_ports {clk}]

set non_clock_inputs [all_inputs -no_clocks]
set_input_delay [expr $clk_period * $clk_io_pct] -clock clk0 $non_clock_inputs
set_output_delay [expr $clk_period * $clk_io_pct] -clock clk0 [all_outputs]
==> CHANGELOG.md <==
### Implementation results

* Log Warnings at 25
* Logic family by area: AND-OR/OR-AND gates
* GP Congestion at 0.7612
* Multiplexer share at 0
* Most numerous logic cell after layout: clkdlybuf4s50_1
* Critical path fanouts, max at 3
* Port Buf Inserts at 10
* CP delay by family, top: flip-flops
* Rows at 21
* Max-Cap Viols at 0
* Clk slew on worst S/H paths at 0.05 ns
* Vias in the first global route at 214
* Worst EP arrival at 1.15 ns
* H-tree levels at 1
* Max reg flops at 5
* Final slew viol count at 0
* Largest net degree at the start of global routing at 7
* Chip Area, Yosys at 222.7 µm²
* Final TNS setup at 0 ns
* Fin. Hold Viols at 0
* Antenna violations before repair at 0
* Crit-path max cell delay at 0.39 ns
* Mapped cell area at 222.7 µm²
* Leak at 0.0001856 µW
* Final setup fails at 0
* Synth warn at 1
* Adder Area Share at 0
* Core Footprint at 3416 µm²
* Final Instance Area at 422.9 µm²
* Outcome: finished clean
* Antenna Nets Post-Route at 0
* Minimum clock period at 1.448 ns
* Area Growth Syn to Fin at 89.89%
* Clock power share at 0.395
* First-pass GRT wire length at 1021 µm
* Net Sw Power at 99.32 µW
* Top Registers: current_state (5)
* DRC viols at 0
* Global route overflow at 0
* Core Util at FP at 0.06520
* Maximum root-to-sink buffer count at 2
* Worst hold slack at 0.2728 ns
* Area after DPL at 380.4 µm²
* Die Wd at 80 µm
* Sw Ratio at 0.2435
* Synthesized registers at 5
* Syn Area/Cell at 10.61 µm²
* RSZ-0062 raised after global routing: no
* VDD IR-drop max at 0.0001807 V
* Die y size at 80 µm
* Fin crit share at 0.9656
* Ao+oa area frac at 0.2303
* Post-CTS Hold Buffers at 0
* CTS tree: done
* Share of cells above drive strength 1 at 0.2703
* Startpoint Class: register
* Detailed-route via count at 226
* Worst Tran Pin Value at 0.2295 ns
* Unique cell types at 16
* Top Layout Cells: clkdlybuf4s50_1 (8), dfrtp_1 (4), clkbuf_4 (3)
* Worst hold-check path type: primary input to asynchronous set/reset pin
* Max_slew headroom at 0.8465
* Comb power frac at 0.202
* CTS Buf Count at 3
* CP cell instances: or2_2 -> dlygate4sd2_1
* Clk Tree Root Cell: clkbuf_4
* Worst Clk Skew at 0.002955 ns
* Synth Area in Simple Gates at 0.1854
* Total Routed Length at 658 µm
* WL/cell at 7.928 µm
* Total Routing Usage GR at 0.02020
* Post-DR vias/cell at 2.723
* Clock latency (worst-skew pair) at 0.25 ns
* Fmax at 690.4 MHz
* Synth Area in XOR/XNOR at 0
* DR iter-0 viols at 15
* Final core utilization at 0.1238
* Synth Instances at 21
* Number of diodes at 0
* Seq pwr share at 0.403
* Int Pwr at 308.5 µW
* Ys cells at 21
* Seq share, synth at 0.5674
* Clk sinks at 5
* Top-level port count at 11
* Drt pass-1 iters at 3
* Die area at 6400 µm²
* Setup crit end kind: primary output
* Reg with most FFs: current_state
* WP buf/inv at 1
* Worst EP required at 1.20 ns
* Critical path's slowest cell: dfrtp_1
* Pwr/cell area at 964.4 nW/µm²
* Crit Path Class: register to primary output
==> logic make-up after synthesis <==
group | count (synthesis)
buf+inv | 1
flops | 5
simple gates | 8
compound gates | 7
==> cells in the mapped netlist <==
library cell  n  area share
nand3_1       1       0.022
nor2_1        2       0.034
a21o_2        1       0.039
nand2_1       1       0.017
or2_2         1       0.028
nor3b_1       1       0.034
o21ai_0       2       0.045
nor2b_1       1       0.028
a21oi_2       1       0.039
inv_1         1       0.017
nor3_1        1       0.022
o31ai_1       1       0.034
dfrtp_1       4        0.45
dfstp_2       1        0.12
a22o_1        1       0.039
a21boi_0      1       0.034
==> area by class of cell <==
type	count	area, µm²
Fill cell	392	2993
Sequential cell	5	126.4
Timing Repair Buffer	12	116.4
Multi-Input combinational cell	15	92.59
Tap cell	46	57.56
Clock buffer	4	26.28
Inverter	1	3.754
==> path summary, 6_finish.rpt <==
| kind | start | end | slack (ns) | cells past startpoint |
|---|---|---|---|---|
| worst max-delay path | current_state[3]$_DFF_PN0_ | o2 | 0.05 | 2 |
| worst min-delay path | n_rst | current_state[4]$_DFF_PN0_ | 0.27 | 1 |
| worst max register to register | current_state[3]$_DFF_PN0_ | current_state[4]$_DFF_PN0_ | 0.42 | 4 |
| worst min register to register | current_state[0]$_DFF_PN1_ | current_state[3]$_DFF_PN0_ | 0.54 | 2 |
| max in group asynchronous | n_rst | current_state[0]$_DFF_PN1_ | 0.97 | 1 |
| min in group clk0 | current_state[0]$_DFF_PN1_ | current_state[3]$_DFF_PN0_ | 0.54 | 2 |
==> through the flow <==
stage               total power (µW)  cells  setup WS [ns]
global placement               245.3     77        0.09357
global route                   439.7     83       0.004802
finish                         407.9     83        0.05163
detailed placement             246.3     77        0.07452
floorplan                      190.2     21         0.5788
CTS                            415.1     83        0.02308
==> metal layers <==
layer	routed length [µm]	GRT usage	share of wire
met3	128	0.02273	0.19
met1	282	0.02212	0.43
met2	228	0.02408	0.35
met5	0	0	0
met4	19	0.007042	0.029
==> what timing repair did <==
action                                  in CTS  in global routing
buffers inserted                             2                  0
endpoints found under the setup margin       2                  2
resized                                      1                  2
==> worst reg2reg max path, stage by stage (launching register included) <==
cell and delay (ns):
dfrtp_1 0.39, buf_4 0.14, a21oi_2 0.16, nor2_1 0.06, a22o_1 0.22
==> power by group through the flow <==
| stage | clock (µW) | sequential, µW | combinational, µW |
|---|---|---|---|
| 4_1_cts | 167 | 164 | 84.1 |
| 5_1_grt | 182 | 167 | 91.3 |
| 6_report | 161 | 164 | 82.2 |
Power figures rest on the tool's default switching activity, not on a simulated workload.
