==> /design/flow/config.mk <==
export PLATFORM = sky130hd
export DESIGN_NAME = axi_stream_insert_header
export DESIGN_NICKNAME = axi_stream_insert_header
export VERILOG_FILES = /design/flow/design.v
export SDC_FILE = /design/flow/constraint.sdc
export NUM_CORES = 4
export LEC_CHECK = 1
export CORE_UTILIZATION = 50
==> /design/flow/run.sh <==
#!/bin/bash
# OpenROAD 26Q1-2900-gdf79404cd8, Yosys 0.63+post, stock flow scripts
make -C /OpenROAD-flow-scripts/flow DESIGN_CONFIG=/design/flow/config.mk WORK_HOME=/design/flow/orfs finish
==> /design/flow/constraint.sdc <==
current_design axi_stream_insert_header

set clk_period 13.8
set clk_io_pct 0.2

create_clock -name clk0 -period $clk_period [get_ports {clk}]

set non_clock_inputs [all_inputs -no_clocks]
set_input_delay [expr $clk_period * $clk_io_pct] -clock clk0 $non_clock_inputs
set_output_delay [expr $clk_period * $clk_io_pct] -clock clk0 [all_outputs]
==> /design/flow/design.v <==
module axi_stream_insert_header #(
    parameter DATA_WD = 32,
    parameter DATA_BYTE_WD = DATA_WD / 8,
    parameter BYTE_CNT_WD = $clog2(DATA_BYTE_WD)
    ) (
    input clk,
    input rst_n,
    input valid_in,
    input [DATA_WD-1 : 0] data_in,
    input [DATA_BYTE_WD-1 : 0] keep_in,
    input last_in,
    output ready_in,
    output valid_out,
    output [DATA_WD-1 : 0] data_out,
    output [DATA_BYTE_WD-1 : 0] keep_out,
    output last_out,
    input ready_out,
    input valid_insert,
    input [DATA_WD-1 : 0] data_insert,
    input [DATA_BYTE_WD-1 : 0] keep_insert,
    input [BYTE_CNT_WD-1 : 0] byte_insert_cnt,
    output ready_insert
    );
    wire rst;
    wire [BYTE_CNT_WD-1:0] shift_control;
    wire valid_from_stream;
    wire [DATA_WD-1:0] data_from_stream;
    wire [DATA_BYTE_WD-1:0] keep_from_stream;
    wire last_from_stream;
    wire ready_to_stream;
    wire ready_to_stream_last;
    wire [DATA_WD-1:0] data_from_stream_rshift;
    wire [DATA_BYTE_WD-1:0] keep_from_stream_rshift;
    wire [DATA_WD-1:0] data_from_stream_lshift;
    wire [DATA_BYTE_WD-1:0] keep_from_stream_lshift;
    wire keep_lshift_all_0;
    wire valid_from_header;
    wire [DATA_WD-1:0] data_from_header;
    wire [DATA_BYTE_WD-1:0] keep_from_header;
    wire [BYTE_CNT_WD-1:0] byte_cnt_from_header;
    wire ready_to_header;
    wire [DATA_WD-1:0] data_from_header_lshift;
    wire [DATA_BYTE_WD-1:0] keep_from_header_lshift;
    wire valid_to_downstream;
    wire [DATA_WD-1:0] data_to_downstream;
    wire [DATA_BYTE_WD-1:0] keep_to_downstream;
    wire last_to_downstream;
    wire ready_from_downstream;
    reg header_inserted_reg;
    reg [DATA_WD-1:0] data_from_stream_lshift_reg;
    reg [DATA_BYTE_WD-1:0] keep_from_stream_lshift_reg;
    reg [BYTE_CNT_WD-1:0] byte_insert_cnt_reg;
    reg last_from_stream_reg;
    skid_buffer stream_skid (
        .clk(clk), 
        .rst(rst), 
        .valid_in(valid_in), 
        .data_in(data_in), 
        .keep_in(keep_in), 
        .byte_insert_cnt_in(),
        .last_in(last_in), 
        .ready_in(ready_to_stream),
        .valid_out(valid_from_stream),
        .data_out(data_from_stream),
        .keep_out(keep_from_stream),
        .byte_insert_cnt_out(),
        .last_out(last_from_stream),
        .ready_out(ready_in)
        );
    skid_buffer header_skid (
        .clk(clk), 
        .rst(rst), 
        .valid_in(valid_insert), 
        .data_in(data_insert), 
        .keep_in(keep_insert),
        .byte_insert_cnt_in(byte_insert_cnt),
        .last_in(),
        .ready_in(ready_to_header),
        .valid_out(valid_from_header),
        .data_out(data_from_header),
        .keep_out(keep_from_header),
        .byte_insert_cnt_out(byte_cnt_from_header),
        .last_out(),
        .ready_out(ready_insert)
    );
    skid_buffer output_skid (
        .clk(clk),
        .rst(rst),
        .valid_in(valid_to_downstream),
        .data_in(data_to_downstream),
        .keep_in(keep_to_downstream),
        .byte_insert_cnt_in(),
        .last_in(last_to_downstream),
        .ready_in(ready_out),
        .valid_out(valid_out),
        .data_out(data_out),
        .keep_out(keep_out),
        .byte_insert_cnt_out(),
        .last_out(last_out),
        .ready_out(ready_from_downstream)
    );
    always@(posedge clk) begin
        if (rst)
            byte_insert_cnt_reg <= 0;
        else if (valid_from_header && ready_to_header)
            byte_insert_cnt_reg <= byte_cnt_from_header;
    end 
    always@(posedge clk) begin
        if (rst)   
            last_from_stream_reg <= 0;
        else if (valid_from_stream && !keep_lshift_all_0 && last_from_stream && ready_from_downstream) 
            last_from_stream_reg <= 1;
        if (last_from_stream_reg && valid_to_downstream && ready_from_downstream)
            last_from_stream_reg <= 0;
    end
    always@(posedge clk) begin
        if (rst)
            header_inserted_reg <= 0;  
        else if (valid_from_header && ready_to_header)  
            header_inserted_reg <= 1;
        else if (header_inserted_reg && last_to_downstream && valid_to_downstream && ready_from_downstream)   
            header_inserted_reg <= 0;
    end
    always@(posedge clk) begin
        if (rst) begin
            data_from_stream_lshift_reg <= 0;
            keep_from_stream_lshift_reg <= 0;
        end
        else if (valid_from_stream && ready_from_downstream) begin
            data_from_stream_lshift_reg <= data_from_stream_lshift;
            keep_from_stream_lshift_reg <= keep_from_stream_lshift;
        end
    end
    assign rst = !rst_n;
    assign ready_to_header = !header_inserted_reg && valid_from_header && valid_from_stream && ready_from_downstream;
    assign ready_to_stream_last = (!keep_lshift_all_0 && last_from_stream && valid_from_stream && !last_from_stream_reg) ? 1'b0 : ready_from_downstream;
    assign ready_to_stream = header_inserted_reg ? ready_to_stream_last: ready_to_header;
    assign valid_to_downstream = header_inserted_reg? valid_from_stream : (valid_from_stream && valid_from_header);
    assign shift_control = header_inserted_reg? byte_insert_cnt_reg : byte_cnt_from_header;
    assign data_from_header_lshift = data_from_header << ((DATA_BYTE_WD-(shift_control+1)) << 3);
    assign keep_from_header_lshift = keep_from_header << (DATA_BYTE_WD-(shift_control+1));
    assign data_from_stream_rshift = last_from_stream_reg ? {DATA_WD{1'b0}} : data_from_stream >> ((shift_control+1) << 3);
    assign keep_from_stream_rshift = last_from_stream_reg ? {DATA_BYTE_WD{1'b0}} : keep_from_stream >> (shift_control+1);
    assign data_from_stream_lshift = data_from_stream << ((DATA_BYTE_WD-(shift_control+1)) << 3);
    assign keep_from_stream_lshift = keep_from_stream << (DATA_BYTE_WD-(shift_control+1));
    assign data_to_downstream = header_inserted_reg ? (data_from_stream_lshift_reg | data_from_stream_rshift) : (data_from_header_lshift | data_from_stream_rshift);
    assign keep_to_downstream = header_inserted_reg ? (keep_from_stream_lshift_reg | keep_from_stream_rshift) : (keep_from_header_lshift | keep_from_stream_rshift);
    assign keep_lshift_all_0 = ~keep_from_stream_lshift[0] & ~keep_from_stream_lshift[DATA_BYTE_WD-1];
    assign last_to_downstream = (keep_lshift_all_0 && last_from_stream && valid_from_stream)? 1'b1 : last_from_stream_reg;
endmodule
module skid_buffer # (
    parameter DATA_WIDTH = 32,
    parameter DATA_BYTE_WIDTH = DATA_WIDTH/8,
    parameter BYTE_CNT_WD = $clog2(DATA_BYTE_WIDTH)
)
(
    input clk,
    input rst,
    input valid_in,
    input [DATA_WIDTH-1:0] data_in,
    input [DATA_BYTE_WIDTH-1:0] keep_in,
    input [BYTE_CNT_WD-1:0] byte_insert_cnt_in,
    input last_in,
    input ready_in,
    output reg valid_out,
    output reg [DATA_WIDTH-1:0] data_out,
    output reg [DATA_BYTE_WIDTH-1:0] keep_out,
    output reg [BYTE_CNT_WD-1:0] byte_insert_cnt_out,
    output reg last_out,
    output reg ready_out
);
    reg [DATA_WIDTH-1:0] data_skid;
    reg [DATA_BYTE_WIDTH-1:0] keep_skid;
    reg [BYTE_CNT_WD-1:0] byte_insert_cnt_skid;
    reg last_skid;
    reg valid_skid;
    always@(posedge clk) begin
        if (rst)
            valid_out <= 0;
        else if ((valid_in && ready_out) || valid_skid)
            valid_out <= 1;
        else if ((ready_in && valid_out) && ~valid_skid && (!valid_in || !ready_out))
            valid_out <= 0;
    end
    always@(posedge clk) begin
        if (rst) begin
            valid_skid <= 0;
            ready_out <= 0;
        end
        else if ((valid_in && ready_out) && (valid_out && !ready_in)) begin
            valid_skid <= 1;
            ready_out <= 0;
        end
        else if (ready_in && valid_skid) begin
            valid_skid <= 0;
            ready_out <= 1;
        end
        else begin
            ready_out <= !valid_skid;
        end
    end
    always@(posedge clk) begin
        if (rst) begin
            data_out <= 0;
            keep_out <= 0;
            byte_insert_cnt_out <= 0;
            last_out <= 0;
        end
        else if (valid_out && ready_in && valid_skid) begin
            data_out <= data_skid;
            keep_out <= keep_skid;
            byte_insert_cnt_out <= byte_insert_cnt_skid;
            last_out <= last_skid;
        end
        else if (valid_in && ready_out && (!valid_out || (ready_in && valid_out))) begin
            data_out <= data_in;
            keep_out <= keep_in;
            byte_insert_cnt_out <= byte_insert_cnt_in;
            last_out <= last_in;
        end
    end
    always@(posedge clk) begin
        if (rst) begin
            data_skid <= 0;
            keep_skid <= 0;
            byte_insert_cnt_skid <= 0;
            last_skid <= 0;
        end
        else if ((valid_in && ready_out) && (valid_out && !ready_in)) begin
            data_skid <= data_in;
            keep_skid <= keep_in;
            byte_insert_cnt_skid <= byte_insert_cnt_in;
            last_skid <= last_in;
        end
    end
endmodule
==> impl_metrics.env <==
# source this file to load flow results
export IMPL_numSynthFlops=273
export IMPL_cts_resized=0
export IMPL_edf_count=0
export IMPL_yosys_area_sq_mm=0.0122
export IMPL_min_period_ns=4.56
export IMPL_syn_area_sq_mm=0.0122
export IMPL_yosysWarnings=2
export IMPL_ir_drop_uv=98.9
export IMPL_cap_violations=0
export IMPL_rsz0062_at_grt="false"
export IMPL_clk_latency_ns=0.55
export IMPL_wirelength_microns=36000
export IMPL_outcome="finished clean"
export IMPL_cts_root_buf="clkbuf_16"
export IMPL_fmax_ghz=0.219
export IMPL_chipWidth_microns=158
export IMPL_grt_pass1_wl_microns=56700
export IMPL_end_kind="flip-flop"
export IMPL_antenna_cells=0
export IMPL_postCtsSetupRepairBufs=0
export IMPL_critPathCapture="output_skid.data_skid[21]"
export IMPL_gr_usage_all_layers_pct=30.4
export IMPL_syn_inst=1511
export IMPL_setup_violations_final=0
export IMPL_synth_main_ff_cell="dfxtp_1"
export IMPL_dieArea_sq_mm=0.0250
export IMPL_place_gp_congestion=0.941
export IMPL_vias=11200
export IMPL_cts_clk_slew_worst_paths_ns=0.06
export IMPL_lay_top_count="nand2_1"
export IMPL_yosysCellCount=1511
export IMPL_cts_max_path_buffers=3
export IMPL_worstPathRequired_ns=14.21
export IMPL_holdCritStartpoint="output_skid.keep_skid[1]"
export IMPL_drtIter0Drc=1061
export IMPL_grt_pass1_vias=10200
export IMPL_fin_setup_tns_ns=0
export IMPL_io_pins=120
export IMPL_powerDensity_mw_per_mm2=128
export IMPL_worst_slew_pin_slew_ns=0.918
export IMPL_layout_area_overhead_vs_synth_pct=18.1
export IMPL_warnings=26
export IMPL_final_core_util_pct=60.9
export IMPL_r2r_start="header_inserted_reg"
export IMPL_startpoint="rst_n"
export IMPL_fin_crit_sh_pct=33.0
export IMPL_most_common_layout_cells="nand2_1 (323), dfxtp_1 (272), nor2_1 (191)"
export IMPL_cp_start_kind="primary input"
export IMPL_slew_viol_final=0
export IMPL_clkSinkCount=273
export IMPL_routedWlPerCell_microns=19.1
export IMPL_route_detailed_drc=0
export IMPL_detail_route_antenna_nets=0
export IMPL_holdWs_ns=0.450
export IMPL_grt_start_max_net_pins=69
export IMPL_overflow=0
export IMPL_portBuffers=119
export IMPL_ff2ff_setup_slack_ns=9.98
export IMPL_htree_num_levels=1
export IMPL_synth_cell_types=50
export IMPL_rr_endpoint="stream_skid.data_out[6]"
export IMPL_hpwlAfterDp_microns=22900
export IMPL_min_path_type="reg2reg"
export IMPL_r2r_cells=9
export IMPL_dr_pass1_iters=8
export IMPL_hold_path_depth=2
export IMPL_antenna_found_initial=0
export IMPL_final_hold_viol_count=0
export IMPL_vias_per_cell=5.91
export IMPL_core_rowCount=56
export IMPL_slew_headroom_pct=38.8
export IMPL_crit_fanout=68
export IMPL_path_class="in2reg"
export IMPL_holdBufCountCts=0
export IMPL_initial_core_util_pct=51.6
export IMPL_numCtsBuffers=30
export IMPL_cts_tree="done"
export IMPL_yosysSeqAreaShare_pct=44.8
export IMPL_power_leakage_nw=4.90
export IMPL_skew_ns=0.00776
export IMPL_coreArea_sq_mm=0.0237
export IMPL_worstPathArrival_ns=4.97
export IMPL_drive_gt1_share_pct=7.58
export IMPL_avgSynthCellArea_sq_um=8.08
export IMPL_die_y_microns=158
export IMPL_async_flop_share_pct=0
synth_stat cells, types with 10 or more instances:
| cell type | instances | share of area [%] |
|---|---|---|
| dfxtp_1 | 273 | 45 |
| mux2_2 | 19 | 1.8 |
| a21oi_1 | 155 | 6.4 |
| a311oi_1 | 84 | 6.0 |
| nor2_1 | 194 | 6.0 |
| o211ai_1 | 17 | 1.0 |
| nand3_1 | 41 | 1.7 |
| o21ai_0 | 20 | 0.82 |
| nor3_1 | 12 | 0.49 |
| mux2i_1 | 56 | 4.6 |
| nand2_1 | 323 | 9.9 |
| a22oi_1 | 12 | 0.74 |
| a211oi_1 | 45 | 2.8 |
| clkbuf_1 | 102 | 3.1 |
| o21bai_1 | 10 | 0.61 |
| a222oi_1 | 18 | 1.5 |
| buf_2 | 22 | 0.90 |
layout make-up:
cell class	instances	area, sq um
timing repair buffer	147	1400
tap	319	399
clock inverter	7	42.5
inverter	4	20.0
multi-input combinational	1093	6170
fill	2164	9260
sequential	273	5470
clock buffer	45	918
critical path: stages:
cell             delay, ns
clkdlybuf4s50_1       0.76
inv_6                 0.60
buf_4                 0.66
nor3_1                0.13
worst min-delay path by stage:
stage | endpoint | slack, ns
CTS | output_skid.keep_out[1] | 0.45
global route | output_skid.data_out[25] | 0.46
finish | output_skid.keep_out[1] | 0.45
power breakdown:
| group | internal, mW | switching, mW |
|---|---|---|
| clock network | 0.455 | 0.316 |
| logic | 0.0880 | 0.127 |
| registers | 0.820 | 0.0368 |
stage by stage:
stage / power (mW) / area (sq um) / setup slack, ns / std cells
CTS: 1.85 / 14400 / 9.30 / 1888
global placement: 1.08 / 13500 / 8.74 / 1836
finish: 1.84 / 14400 / 9.24 / 1888
detailed placement: 1.08 / 13500 / 8.72 / 1836
global route: 1.91 / 14400 / 9.12 / 1888
floorplan: 0.991 / 12200 / 9.90 / 1511
logic make-up after synthesis:
logic type / after synthesis / share of synthesized area (%)
DFF: 273 / 44.8
AOI/OAI and AO/OA: 419 / 23.9
buffers and inverters: 145 / 5.02
xor gates and xnor gates: 2 / 0.143
muxes: 78 / 6.69
and+or+nand+nor: 594 / 19.4
per-layer routing:
layer  routed length (microns)  GRT usage (%)  vias to the layer above
met5                         0              0                        -
met4                      1000           7.19                        0
met3                      3110           8.26                       78
met2                     15500           42.2                      398
met1                     16400           48.4                     5225
li1                          -              -                     5453
Power figures rest on the tool's default switching activity, not on a simulated workload.
