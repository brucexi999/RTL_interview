### design/flow/run.sh
#!/bin/bash
# OpenROAD 26Q1-2900-gdf79404cd8, Yosys 0.63+post, stock flow scripts
make -C /OpenROAD-flow-scripts/flow DESIGN_CONFIG=/design/flow/config.mk WORK_HOME=/design/flow/orfs finish
### design/flow/config.mk
export PLATFORM = sky130hd
export DESIGN_NAME = spi_drv
export DESIGN_NICKNAME = spi_drv
export VERILOG_FILES = /design/flow/design.v
export SDC_FILE = /design/flow/constraint.sdc
export NUM_CORES = 4
export LEC_CHECK = 1
export CORE_UTILIZATION = 50
### design/flow/constraint.sdc
current_design spi_drv

set clk_period 7.1
set clk_io_pct 0.2

create_clock -name clk0 -period $clk_period [get_ports {clk}]

set non_clock_inputs [all_inputs -no_clocks]
set_input_delay [expr $clk_period * $clk_io_pct] -clock clk0 $non_clock_inputs
set_output_delay [expr $clk_period * $clk_io_pct] -clock clk0 [all_outputs]
### design/flow/design.v
module spi_drv #(
    parameter integer               CLK_DIVIDE  = 100,  
    parameter integer               SPI_MAXLEN  = 32    
) (
    input                           clk,
    input                           sresetn,         
    input                           start_cmd,      
    output                          spi_drv_rdy,    
    input  [$clog2(SPI_MAXLEN):0]   n_clks,         
    input  [SPI_MAXLEN-1:0]         tx_data,        
    output [SPI_MAXLEN-1:0]         rx_miso,        
    output                          SCLK,           
    output                          MOSI,           
    input                           MISO,           
    output                          SS_N            
);
    logic sclk_en;
    logic data_counter_up_flag;
    logic sclk_counter_up_flag;
    logic resetn_shift;
    logic load_tx;
    logic ss_n;
    logic ready;
    logic sclk_rising_edge;
    logic sclk_falling_edge;
    logic latch_rx;
    logic [$clog2(SPI_MAXLEN):0] data_counter_reg;
    logic [SPI_MAXLEN-1:0] write_shift_reg;
    logic [SPI_MAXLEN-1:0] read_shift_reg;
    logic sclk_reg;
    logic [7:0] sclk_counter_reg;
    logic [$clog2(SPI_MAXLEN):0] n_clks_reg;
    logic [SPI_MAXLEN-1:0]         rx_miso_reg;
    typedef enum {
        reset_state,
        idle_state,
        load_state,
        transaction_state,
        latch_state
    } state_type;
    state_type current_state, next_state;
    always_ff@(posedge clk) begin
        if (!sresetn)
            current_state <= reset_state;
        else 
            current_state <= next_state;
    end
    always_comb begin
        resetn_shift = 1;
        ss_n = 1;
        ready = 0;
        sclk_en = 0;
        load_tx = 0;
        latch_rx = 0;
        case(current_state)
        reset_state: begin
            resetn_shift = 0;
            if (!sresetn)
                next_state = reset_state;
            else
                next_state = idle_state;
        end
        idle_state: begin
            ready = 1;
            if (start_cmd) begin
                next_state = load_state;
            end
            else
                next_state = idle_state;
        end
        load_state: begin  
            load_tx = 1;
            next_state = transaction_state;
        end
        transaction_state: begin
            ss_n = 0;
            sclk_en = 1;
            if (data_counter_up_flag && !sclk_reg) 
                next_state = latch_state;
            else
                next_state = transaction_state;
        end
        latch_state: begin
            ss_n = 0;
            latch_rx = 1;
            resetn_shift = 0;
            next_state = idle_state;
        end
        default: next_state = reset_state;
        endcase
    end
    always_ff@(posedge clk) begin
        if (!sresetn || !sclk_en)
            sclk_reg <= 0;
        else if (sclk_en && sclk_counter_up_flag)
            sclk_reg <= ~sclk_reg;
    end
    always_ff@(posedge clk) begin
        if (!sresetn || sclk_counter_up_flag)
            sclk_counter_reg <= 0;
        else if (sclk_en)
            sclk_counter_reg <= sclk_counter_reg + 1;
    end
    always_ff@(posedge clk) begin
        sclk_rising_edge <= 0;
        sclk_falling_edge <= 0;
        if (sclk_en && sclk_counter_up_flag) begin
            if (sclk_reg == 0)
                sclk_rising_edge <= 1;
            else
                sclk_falling_edge <= 1;
        end
    end
    assign sclk_counter_up_flag = (sclk_counter_reg == (CLK_DIVIDE>>1)-1);
    always_ff@(posedge clk) begin
        if (!resetn_shift)
            read_shift_reg <= 0;
        else if (sclk_rising_edge && !data_counter_up_flag)
            read_shift_reg <= {read_shift_reg[SPI_MAXLEN-1:0], MISO};
    end
    always_ff@(posedge clk) begin
        if (!resetn_shift)
            write_shift_reg <= 0;
        else if (load_tx)
            write_shift_reg <= tx_data << (SPI_MAXLEN - n_clks);
        else if (sclk_falling_edge && !data_counter_up_flag)
            write_shift_reg <= {write_shift_reg[SPI_MAXLEN-1:0], 1'b0};
    end
    always_ff@(posedge clk) begin
        if (!sresetn)
            rx_miso_reg <= 0;
        else if (latch_rx)
            rx_miso_reg <= read_shift_reg;
    end
    always_ff@(posedge clk) begin
        if (!sresetn)
            n_clks_reg <= 0;
        else if (load_tx)
            n_clks_reg <= n_clks;
    end
    always_ff@(posedge clk) begin
        if (!resetn_shift)
            data_counter_reg <= 0;
        else if (sclk_rising_edge && !data_counter_up_flag)
            data_counter_reg <= data_counter_reg + 1;
    end
    assign data_counter_up_flag = data_counter_reg == n_clks_reg;
    assign rx_miso = rx_miso_reg;
    assign SS_N = ss_n;
    assign spi_drv_rdy = ready;
    assign MOSI = write_shift_reg[SPI_MAXLEN-1];  
    assign SCLK = sclk_reg;
endmodule
==> flow_metrics.tcl <==
# place-and-route summary
set metrics [dict create \
    crit_type "input pin to flip-flop" \
    dr.pass1.iters 5 \
    hold_ws_ps 466 \
    slowest_delay_ps 850 \
    crit_arrival_ps 5010 \
    clockBufferDepth 2 \
    ys_ff 124 \
    clkPwrFrac_pct 46.9 \
    r2r_slack_ps 4570 \
    fmax_mhz 212 \
    dp_cells 959 \
    grt_pass1_wl_mm 31.4 \
    drc 0 \
    io_pins 78 \
    end_kind "flip-flop" \
    power_uw 1850 \
    antenna_cells 0 \
    critPathLaunchType "input pin" \
    status "completed" \
    rr_startpoint "data_counter_reg[3]" \
    leakagePower_uw 0.00291 \
    power_density_nw_per_um2 221 \
    p_switching_uw 472 \
    fp_util_pct 51.9 \
    async_reset_ff_share_pct 0 \
    ir_worst_vdd_v 0.000182 \
    slew_violations 0 \
    chip_area_um2 14400 \
    slowest_stage "ha_2" \
    synth.yosys.warnings 1 \
    nFillCells 1098 \
    rr_endpoint "write_shift_reg[5]" \
    holdPathStages 2 \
    cts-root-buf "clkbuf_16" \
    viasPerCell 6.09 \
    seq_power_share_pct 38.4 \
    track_usage_pct 28.9 \
    grt_max_degree 36 \
    htreeDepth 4 \
    yosys_area_um2 6980 \
    antenna_found_initial 0 \
    layout_top_cells "dfxtp_1 (123), nand2_1 (100), clkdlybuf4s50_1 (76)" \
    post_cts_buffers 0 \
    instances_no_fill 991 \
    yosysUniqueCellTypes 72 \
    area_delta_synth_final_pct 20.2 \
    fin_util_pct 62.4 \
    hp-class "flip-flop to flip-flop" \
    insertion_delay_ps 410 \
    syn-cell-area_um2 6980 \
    core_area_um2 13500 \
    openroad.warnings 27 \
    wire_per_inst_um 19.4 \
    crit_chain "buf_2, buf_4, inv_1, ha_2, buf_4, mux2_2, mux2_2, mux2i_1, nor2_1, o311a_1" \
    period_minus_slack_ps 4720 \
    period_used_pct 66.5 \
    wirelength_mm 19.2 \
    crit_start "n_clks[0]" \
    edf_count 0 \
    finalSetupViolations 0 \
    tightest_slew_ps 847 \
    cts_buffers 17 \
    fin_skew_ps 11.6 \
    r2r_cells 6 \
    post_cts_resized 0 \
    overflow 0 \
    cp_max_fo 33 \
    yosysCellCount 755 \
    cts_num_sinks 124 \
    rows 42 \
    endpoint "write_shift_reg[23]" \
    grt_pass1_vias 5717 \
    yosysSeqAreaShare_pct 35.6 \
    syn_avg_cell_area_um2 9.25 \
    final_common_cell "dfxtp_1" \
    gp_congestion 0.997 \
    maxCapViolCount 0 \
    hold_violations 0 \
    synth_cells 755 \
    relSlewSlack_pct 43.4 \
    holdBufCountCts 0 \
    rsz0062_at_grt "false" \
    drt-initial-drc-count 524 \
    swShare_pct 25.5 \
    path_clk_slew_ps 60 \
    die_w_um 120 \
    combPwrFrac_pct 14.7 \
    numPortBuffers 77 \
    fp.dieH_um 120 \
    cts_tree "built" \
    dp_hpwl_mm 13.3 \
    ant_nets 0 \
    drive_above_1_share_pct 16.9 \
    power.internal_uw 1380 \
    synthFlopType "dfxtp_1" \
    dr_total_vias 6031 \
    cp.required_ps 7390 \
    tns_ps 0 \
]
[per-stage QoR]
step	setup WS (ps)	cell area [um2]
after floorplan	3060	6980
after global placement	2060	7790
after global routing	2070	8390
final	2380	8390
after CTS	2370	8390
after detailed placement	1980	7790
[area by class of cell]
class	count	area (um2)	share of cell area (%)
clock buffer	18	429	5.11
timing repair buffer	95	901	10.7
sequential	124	2480	29.6
tap	176	220	2.62
multi-input combinational	556	4160	49.6
inverter	8	30.0	0.358
clock inverter	14	169	2.01
[power groups by stage]
| stage | Sequential, uW | Combinational [uW] | Clock (uW) |
|---|---|---|---|
| global route | 712 | 293 | 921 |
| CTS | 711 | 268 | 887 |
| finish | 711 | 273 | 868 |
[worst min path at each step]
stage | from | to | slack [ps]
CTS | read_shift_reg[7] | read_shift_reg[8] | 470
global route | read_shift_reg[31] | read_shift_reg[31] | 480
finish | read_shift_reg[31] | read_shift_reg[31] | 470
[worst max-delay path, delay by kind of cell]
family | cells | cell delay (ps)
mux | 3 | 1010
simple gates | 1 | 80
buf+inv | 4 | 1250
fa+ha+maj | 1 | 850
compound gates | 1 | 350
[synthesized netlist by cell type (4+ instances only)]
| cell | instances | area [um2] |
|---|---|---|
| dfxtp_1 | 124 | 2480 |
| nand2_1 | 100 | 375 |
| nor2_1 | 73 | 274 |
| mux2i_1 | 55 | 551 |
| a21oi_1 | 51 | 255 |
| clkbuf_1 | 41 | 154 |
| mux4_2 | 30 | 676 |
| mux2_2 | 26 | 293 |
| o21a_1 | 19 | 143 |
| o221a_2 | 17 | 191 |
| nand3_1 | 15 | 75.1 |
| buf_2 | 14 | 70.1 |
| nor3_1 | 14 | 70.1 |
| xnor2_1 | 13 | 114 |
| a211oi_1 | 12 | 90.1 |
| and3_1 | 11 | 68.8 |
| o21ai_0 | 11 | 55.1 |
| o31ai_1 | 8 | 60.1 |
| buf_4 | 7 | 52.6 |
| inv_1 | 7 | 26.3 |
| o211ai_1 | 7 | 52.6 |
| xor2_1 | 6 | 52.6 |
| nand4_1 | 5 | 31.3 |
| o22ai_1 | 5 | 31.3 |
| a41oi_1 | 4 | 35.0 |
| and2_1 | 4 | 25.0 |
| buf_6 | 4 | 45.0 |
| ha_1 | 4 | 50.1 |
| nor2b_1 | 4 | 25.0 |
[per-layer routing]
| layer | vias to the layer above | track usage (%) | wire, um |
|---|---|---|---|
| met5 | - | 0 | 0 |
| met4 | 0 | 4.53 | 311 |
| met3 | 18 | 8.06 | 1630 |
| met2 | 234 | 40.0 | 8310 |
| met1 | 2902 | 47.4 | 8970 |
| li1 | 2877 | - | - |
[kinds of logic (layout without fill, tap and decap cells)]
| group | after synthesis | count (layout) | share of synthesized area, % |
|---|---|---|---|
| and+or+nand+nor | 247 | 247 | 16.0 |
| AOI/OAI and AO/OA | 174 | 174 | 18.2 |
| DFF | 124 | 124 | 35.6 |
| muxes | 111 | 111 | 21.8 |
| buffers and inverters | 75 | 135 | 5.09 |
| xor gates and xnor gates | 20 | 20 | 2.62 |
| adders and majority gates | 4 | 4 | 0.717 |
